`flow/design.v`:
```
module digitleds_hola(
                 input            clk,
                 output reg       led_clk,
                 output reg       led_rst,
                 output reg       segout,
                 output reg [3:0] digout
                 );
   reg [7:0]                      seg;
   reg [3:0]                      digit;
   reg [3:0]                      cnt;
   reg                            flag;
   reg [16:0]                     tictoc;
   reg [3:0]                      digbuff;
   reg [3:0]                      digit1;
   reg [3:0]                      digit2;
   reg [3:0]                      digit3;
   reg [3:0]                      digit4;
   initial
     begin
        digit <= 4'h3;
        digout <= 4'b0000;
        cnt <= 4'b0000;
        flag <= 1'b0;
        led_rst <= 1'b1;
        led_clk <= 1'b0;
        digit1 <= 4'd1;
        digit2 <= 4'd2;
        digit3 <= 4'd3;
        digit4 <= 4'd4;
     end
   always @(posedge clk)
     begin
        tictoc <= tictoc + 1;
        if(tictoc == 16'd2)
          begin
             led_clk <= ~led_clk;
             tictoc <= 0;
          end
     end
   always @(posedge led_clk)
     begin
        seg <= {seg, 1'b0};
        segout <= seg[7];
        cnt <= cnt + 1'b1;
        if(cnt == 4'h8)
          begin
             digout <= 4'b1111;
             case(digbuff)
               4'b0001: begin digout <= 4'b0010; digit <= digit2;end
               4'b0010: begin digout <= 4'b0100; digit <= digit3;end
               4'b0100: begin digout <= 4'b1000; digit <= digit4;end
               4'b1000: begin digout <= 4'b0001; digit <= digit1;end
             endcase  
             cnt <= cnt + 1'b1;
          end  
        if(cnt == 4'h0)
          begin
             digout <= 4'b0000;
             digbuff <= digout;
             case(digit)
               4'h0: seg <= 8'b00000011;
               4'h1: seg <= 8'b11110011;
               4'h2: seg <= 8'b00100101;
               4'h3: seg <= 8'b01100001;
               4'h4: seg <= 8'b11010001;
               4'h5: seg <= 8'b01001001;
               4'h6: seg <= 8'b00001001;
               4'h7: seg <= 8'b11100011;
               4'h8: seg <= 8'b00000001;
               4'h9: seg <= 8'b01000001;
               default: seg <= 8'b11111111;
             endcase  
          end  
     end  
endmodule  
```
`flow/run.sh`:
```
#!/bin/bash
# OpenROAD 26Q1-2900-gdf79404cd8, Yosys 0.63+post, stock flow scripts
make -C /OpenROAD-flow-scripts/flow DESIGN_CONFIG=/design/flow/config.mk WORK_HOME=/design/flow/orfs finish
```
`flow/constraint.sdc`:
```
current_design digitleds_hola

set clk_period 3.1
set clk_io_pct 0.2

create_clock -name clk0 -period $clk_period [get_ports {clk}]

set non_clock_inputs [all_inputs -no_clocks]
set_input_delay [expr $clk_period * $clk_io_pct] -clock clk0 $non_clock_inputs
set_output_delay [expr $clk_period * $clk_io_pct] -clock clk0 [all_outputs]
```
`flow/config.mk`:
```
export PLATFORM = sky130hd
export DESIGN_NAME = digitleds_hola
export DESIGN_NICKNAME = digitleds_hola
export VERILOG_FILES = /design/flow/design.v
export SDC_FILE = /design/flow/constraint.sdc
export NUM_CORES = 4
export LEC_CHECK = 1
export CORE_UTILIZATION = 30
```
==> impl_metrics.yaml <==
# implementation run metrics
clocking:
  cts-root-buf: "clkbuf_8"
  cts_tree: "built"
  path_clk_slew_ns: 0.07
  cts_buffers: 3
  htree_levels: 1
  post_cts_resized: 0
  post-cts-setup-buffers: 0
  clockBufferDepth: 2
  clock.latency.late_pin_ns: 0.25
  cts_hold_buf: 0
placement:
  place_inst: 245
  dp_hpwl_um: 1862
  dp_slack_ns: 1.440
  gp_congestion: 0.7868
  io_buffer_count: 6
sta:
  unclocked_regs: 24
  finalMaxSlewViolations: 0
  worst_slack_ns: 1.192
  fin_tns_setup_ns: 0
  hold_viol_final: 0
  setup_violations: 0
  fin_crit_ns: 1.908
  rsz0062_at_grt: "no"
  hold_slack_ns: 0.4776
  untimed_endpoints: 36
  fmax_ghz: 0.5240
  finalCritPeriodShare_pct: 61.56
  fin_skew_ns: 0.003431
drt:
  routed_wirelength_um: 2558
  vias: 1103
  wl_per_cell_um: 10.27
  drt-pass1-iter-count: 4
  drcViolationCount: 0
  antenna_cells: 0
  viasPerCell: 4.430
  drtIter0Drc: 50
  antenna_left: 0
critical_path:
  path_cells: "buf_4, clkdlybuf4s50_1"
  cp_data_arrival_time_ns: 1.29
  reg2reg_depth: 6
  critical_path.endpoint_type: "output port"
  r2r-start: "tictoc[0]"
  worst-path-max-fanout: 26
  cp.required_ns: 2.48
  crit_type: "flop to output port"
  start_kind: "flop"
  critPathSlowestCell: "clkdlybuf4s50_1"
  crit_path_max_incr_delay_ns: 0.49
  cp-startpoint: "led_clk"
global_routing:
  grt.total_usage_pct: 9.642
  overflow: 0
  antenna_found_initial: 0
  grt_pass1_vias: 1087
  grt_first_pass_wirelength_um: 4781
  grt_max_degree: 27
floorplanning:
  fp_util_pct: 31.38
  dieWidth_um: 78.36
  placementRows: 27
  dieArea_um2: 6140
  ios: 8
  chipHeight_um: 78.36
  core-area_um2: 5574
hold_path:
  hp-start: "tictoc[0]"
  min_path_cells: 1
  hold_class: "flop to flop"
finish:
  area_delta_synth_final_pct: 10.37
  final_core_util_pct: 34.64
  drive_above_1_share_pct: 6.215
  fin_cells: 249
synthesis:
  ff_type: "dfxtp_1"
  yosys.area.top_type_share_pct: 38.91
  synth_seq_share_pct: 52.65
  synth_warnings: 1
  ys_ff: 42
  yosys-top-cells-area: "dfxtp_1 39%, edfxtp_1 14%, ha_1 6.4%, xor2_1 5.0%, xnor2_1 4.5%"
  synthArstFlopShare_pct: 0
  synth.avg_cell_area_um2: 10.11
  synth_cell_types: 35
  synth-edff-count: 8
  yosys_cells: 173
  syn_area_um2: 1749
  synthCells: 173
  ys_area_um2: 1749
  largest_area_cell: "dfxtp_1"
pwr:
  cellLeakagePower_nw: 0.7263
  p_per_area_nw_per_um2: 216.7
  vdd_ir_drop_max_mv: 0.3077
status:
  status: "finished, final reports clean"
run:
  maxCapViolCount: 0
  tool_warnings: 31
## metrics by stage
step	power, mW	instance area [µm²]
2_1_floorplan	0.2391	1749
3_3_place_gp	0.2382	1876
3_5_place_dp	0.2382	1876
4_1_cts	0.4260	1931
5_1_grt	0.4357	1931
6_report	0.4183	1931
## power breakdown
group | internal (mW) | total (mW) | leakage, nW | switching (mW)
clock | 0.113 | 0.185 | 0.0288 | 0.0726
combinational | 0 | 0.00000914 | 0.332 | 0.00000881
sequential | 0.233 | 0.233 | 0.365 | 0
## final timing paths
kind                      to  slack [ns]
setup / recovery     led_clk        1.19
hold / removal     tictoc[0]        0.48
setup reg to reg  tictoc[11]        1.60
hold reg to reg    tictoc[0]        0.48
## registers in the layout (all words and copies together) (netlist names)
signal and flops:
digout 4, cnt 4, tictoc 17, digbuff 4, seg 8, digit 3, led_clk 1, segout 1
## cell usage in the layout (no fill, tap or decap), types with 3 or more instances in the layout
master	n
dfxtp_1	34
nor2_1	20
nand2_1	12
o21ai_0	11
xor2_1	10
a21oi_1	10
inv_1	9
xnor2_1	9
ha_1	9
edfxtp_1	8
nand3_1	7
clkdlybuf4s50_1	6
clkbuf_8	4
and4_1	3
nor4_1	3
## cell usage after synthesis, types with 2 or more instances
library cell	instances
dfxtp_1	34
nor2_1	20
nand2_1	12
o21ai_0	11
a21oi_1	10
xor2_1	10
ha_1	9
inv_1	9
xnor2_1	9
edfxtp_1	8
nand3_1	7
clkbuf_1	4
and4_1	3
nor4_1	3
and3_1	2
buf_4	2
nor4b_1	2
## per-layer routing
layer  vias to the layer above  share of wire [%]  track usage (%)
met5                         -                  0                0
met4                         0               0.39           0.5556
met3                         2                3.4            1.535
met2                        15                 43            15.09
met1                       497                 53            15.21
li1                        589                  -                -
## worst max-delay path: cells and delay by family, from the launching register on
family                 cells  cell delay, ns
flip-flops                 1            0.32
buffers and inverters      2            0.72
## cell type report
class	count	area, µm²
inverters	9	33.78
repair buffers	8	75.07
flip-flops and latches	42	920.9
fillers	561	3643
clock buffers	4	55.05
multi-input cells	114	755.7
well taps	72	90.09
## logic make-up (layout without fill, tap and decap cells)
logic type,after synthesis,in the layout,share of synthesized area [%]
compound gates,24,24,7.368
xor+xnor,19,19,9.514
fa+ha+maj,9,9,6.438
buf+inv,17,21,4.148
flops,42,42,52.65
mux,2,2,1.216
other cells,1,1,0.2144
simple gates,59,59,18.46
Power figures rest on the tool's default switching activity, not on a simulated workload.
