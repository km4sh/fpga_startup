==> /design/flow/design.v <==
module traffic(
 input wire       clk,
 input wire       clr,
 output reg [2:0] lights
);
   reg [2:0]      state;
   reg [31:0]      count;
   parameter S0 = 3'b001, S1 = 3'b010, S2 = 3'b100, S3 = 3'b101;
	parameter SEC3 = 8'd8,SEC10 = 8'd30, SEC12 = 8'd36;
   always @(posedge clk or posedge clr)
     begin
        if(clr ==1)
          begin
             state <= S0;
             count <= 0;
          end
        else
          case(state)
            S0: if(count<SEC10)
              begin
                 state <= S0;
                 count <= count + 1;
              end
            else
              begin
                 state <= S1;
                 count <= 0;
              end
            S1: if(count<SEC3)
              begin
                 state <= S1;
                 count <= count + 1;
              end
            else
              begin
                 state <= S2;
                 count <= 0;
              end
            S2: if(count<SEC12)
              begin
                 state <= S2;
                 count <= count + 1;
              end
            else
              begin
                 state <= S3;
                 count <= 0;
              end
            S3: if(count<SEC3)
              begin
                 state <= S3;
                 count <= count + 1;
              end
            else
              begin
                 state <= S0;
                 count <= 0;
              end
            default state <= S0;
          endcase  
     end  
   reg cnt = 25'h17D783F;
   always @(*)
     begin
        case(state)
          S0: lights = 3'b001;
          S1: lights = 3'b010;
          S2: lights = 3'b100;
          S3: lights = {count[0],lights[1:0]};
        endcase  
     end  
endmodule  
==> /design/flow/run.sh <==
#!/bin/bash
# OpenROAD 26Q1-2900-gdf79404cd8, Yosys 0.63+post, stock flow scripts
make -C /OpenROAD-flow-scripts/flow DESIGN_CONFIG=/design/flow/config.mk WORK_HOME=/design/flow/orfs finish
==> /design/flow/config.mk <==
export PLATFORM = sky130hd
export DESIGN_NAME = traffic
export DESIGN_NICKNAME = traffic
export VERILOG_FILES = /design/flow/design.v
export SDC_FILE = /design/flow/constraint.sdc
export NUM_CORES = 4
export LEC_CHECK = 1
export CORE_UTILIZATION = 30
==> /design/flow/constraint.sdc <==
current_design traffic

set clk_period 4.0
set clk_io_pct 0.2

create_clock -name clk0 -period $clk_period [get_ports {clk}]

set non_clock_inputs [all_inputs -no_clocks]
set_input_delay [expr $clk_period * $clk_io_pct] -clock clk0 $non_clock_inputs
set_output_delay [expr $clk_period * $clk_io_pct] -clock clk0 [all_outputs]
==> run notes <==
6 endpoints have no timing constraint. The area fraction in compound gates after synthesis is 0.0935, and the final tally of setup violations is 0.

The dominant register cell was sky130_fd_sc_hd__dfrtp_1. Counting flops with a built-in enable in the synthesized netlist gives 0. The first-pass iteration count of the detailed router is 4, and the proportion of power drawn by flip-flops and latches is 0.579. The run gives 0.779 for the routability-driven placement congestion ratio.

The final layout reports a setup TNS of 0 ps. The run gives 0.200 for the switching power share of the total. Classification of the worst-slack hold path: reg -> reg.

Per the CTS log, the maximum H-tree level is 2. With the total cell area at the placement stage at 1610 µm², the peak supply drop is 0.177 mV. The reported leakage power was 0.827 nW. The power report lists cell-internal power as 0.503 mW. The tools report the count of placed standard cells in the final layout, fillers left out as 196. The setup slack of the critical path after layout is 2190 ps, and the portion of synthesized cell area occupied by the leading cell type is 0.579. Per the detail_route report, vias per standard cell equal 4.31.

For the worst setup path, the data arrival time is 2020 ps. Walking the worst path, the cells encountered are a41oi_1, nand3_1, a311oi_4, nand4_1, o22ai_1. For the number of maximum-capacitance violations, the log shows 0.

Looking at the critical path, the highest net fanout was 8. Worst relative slew slack: 0.707. Per the Yosys statistics, synthesis produced 122 cells.

TritonCTS built the clock tree. Dividing total power by cell area gives a power density of 369 nW/µm². The run gives 0.453 for the post-route clock period utilization. The tree is rooted in a sky130_fd_sc_hd__clkbuf_8. The routed layout reports a DRC error count of 0.

The most instantiated library cell after synthesis is sky130_fd_sc_hd__dfrtp_1. Final max-slew violation count: 0. Global routing finished with a remaining overflow of 0. Counting tap cells, the placed design contains a total of 188 instances. Looking at the worst setup and hold paths, the clock pins of their registers show a slew of 70 ps. The core utilization before placement was 0.316; the global-route wire length before repair was 3890 µm.

The routed design ends up with an antenna cell count of 0. Post-synthesis xor/xnor area fraction: 0.00579. Subtracting the final worst setup slack from the clock period gives 1810 ps. The post-synth area from yosys stat came out at 1510 µm². Critical path start-end classification: reg -> reg.

The proportion of layout cells with a drive suffix above 1 is 0.155, and the vertical die size is 73.0 µm. The count of final hold-check violations was 0; the flop and latch count out of synthesis was 39. The standard cell with the maximum stage delay on the critical path is sky130_fd_sc_hd__dfrtp_1. The source-to-sink clock delay at the later pin of the worst-skew pair was 280 ps.

The worst setup path is captured at a flop. The tools report the fraction of power consumed by the clock network as 0.408. In the final layout, the fill cell count is 448. The die outline area is 5330 µm². The async set-or-reset flop fraction in the synthesized netlist is 0.923, and the mapped cell area is 1510 µm². For the final database, setup skew stands at 8.97 ps.

The simple-gate area share of the yosys netlist is 0.208. The width of the die is 73.0 µm, and the cell row count is 25. The run gives 1700 µm² for the total non-filler cell area in the finished layout.

The run gives 0 for the buffer count from post-CTS setup fixing. For the core utilization of the finished layout, the log shows 0.356. The average detailed-routed wire length per instance is 11.3 µm. The worst setup path is launched from a flop. The largest total area in the synthesized netlist belongs to sky130_fd_sc_hd__dfrtp_1.

Yosys warning count: 1. For the required time of the critical path, the log shows 4210 ps. The run finished with clean final reports. For this run, the slowest stage of the critical path takes 480 ps. In the synthesized netlist, the cells that appear most often are sky130_fd_sc_hd__dfrtp_1, sky130_fd_sc_hd__and2_1, sky130_fd_sc_hd__nor4_1. The total net switching power came out at 0.126 mW.

The detail route stage leaves a number of antenna-violating nets equal to 0. For this design the top-level I/O count stands at 5. In this run, distinct cell masters in the synthesized netlist total 31.

The pin closest to its max-slew limit shows a slew of 440 ps. Average instance area after synthesis: 12.4 µm². By area the synthesized netlist is led by sky130_fd_sc_hd__dfrtp_1, sky130_fd_sc_hd__and2_1, sky130_fd_sc_hd__dlxtn_1. The run gives 0.00828 for the area fraction in full adders, half adders and majority gates. With the maximum frequency from static timing analysis at 0.552 GHz, the worst-case clock buffer depth is 2. By area, the combinational part of the netlist is dominated by simple AND/OR/NAND/NOR gates.

Entering global routing, the biggest net connects 37 pins. The portion of netlist area occupied by mux cells was 0.0207; the via count of the first global-routing pass was 806. The run gives 1 for the worst hold path cell count. Setup repair after global routing left no endpoint under its margin. The tools report the area of the core as 4790 µm².

Once iteration 0 of detailed routing completed, the report listed 105 DRC markers. With the placement-stage worst setup slack at 2190 ps, the port buffer count is 4. The logs give 2210 µm for the final wirelength and 0 for the number of antenna violations at the first check in global routing.

With the portion of total power attributed to combinational logic at 0.013, the half-perimeter wire length after placement is 1470 µm. The number of clock buffers added by TritonCTS is 5. From synthesis to final layout, the design area changed by 12.7%. The tools report the total global routing track utilization as 0.0969. The worst-case reg-to-reg path depth is 5, and the total vias in the final route is 844.

The stage logs contain a warning count of 25. The number of hold buffers added after CTS was 0. Synthesis produced 122 cells. With the number of register pins that no clock reaches at 3, the number of gates resized after cts is 0.
## sequential cells by signal (all words and copies together), names as in the netlist
name and flops:
count 32, lights 3, state 4
## cell families (layout without fill, tap and decap cells)
| group | Yosys count | count (layout) |
|---|---|---|
| DFF | 36 | 36 |
| and+or+nand+nor | 52 | 52 |
| AOI/OAI and AO/OA | 16 | 16 |
| adders and majority gates | 1 | 1 |
| muxes | 3 | 3 |
| latches | 3 | 3 |
| xor gates and xnor gates | 1 | 1 |
| buffers and inverters | 10 | 17 |
## final timing paths
kind / start / slack [ps] / endpoint
worst max-delay path: count[3] / 2190 / count[5]
worst min-delay path: count[16] / 480 / count[16]
worst max register to register: count[3] / 2190 / count[5]
worst min register to register: count[16] / 480 / count[16]
max in group asynchronous: clr / 2750 / state[0]
min in group asynchronous: clr / 910 / count[22]
## through the flow
stage	power [mW]	hold slack (ps)
after floorplan	0.376	454
after global placement	0.379	469
after detailed placement	0.380	472
after CTS	0.637	492
after global routing	0.660	497
final	0.628	485
## worst max-delay path, delay by kind of cell (launching register included)
kind | cells | cell delay, ps
compound gates | 3 | 910
flops | 1 | 480
simple gates | 2 | 340
## power groups by stage
stage,combinational (mW),sequential (mW),clock (mW)
4_1_cts,0.00871,0.364,0.265
5_1_grt,0.0102,0.364,0.286
6_report,0.00830,0.364,0.256
## final cells by class
class / instances / area (µm²) / area share
Clock buffer: 6 / 82.6 / 0.0485
Clock inverter: 2 / 10.0 / 0.00587
Inverter: 3 / 11.3 / 0.00661
Multi-Input combinational cell: 73 / 514 / 0.302
Sequential cell: 39 / 947 / 0.556
Tap cell: 67 / 83.8 / 0.0492
Timing Repair Buffer: 6 / 55.1 / 0.0323
## placed cells by master (no fill, tap or decap), drive strengths merged, types with 2 or more instances in the layout
master	Yosys	layout
dfrtp	35	35
and2	27	27
nor4	7	7
clkbuf	4	6
nand2	5	5
nand3	4	4
a21oi	4	4
clkdlybuf4s50	0	4
a22o	4	4
inv	3	3
dlxtn	3	3
nor2	2	2
nand4	2	2
mux2i	2	2
or2	2	2
a32o	2	2
clkinv	0	2
buf	3	2
nor3	2	2
## routing by layer
layer,track usage,part of all wire,vias to the layer above
li1,-,-,433
met1,0.162,0.55,384
met2,0.120,0.37,20
met3,0.0392,0.057,7
met4,0.0196,0.021,0
met5,0,0,-
Power is estimated from default activity; no workload was simulated.
