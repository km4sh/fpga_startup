===== flow/run.sh =====
#!/bin/bash
# OpenROAD 26Q1-2900-gdf79404cd8, Yosys 0.63+post, stock flow scripts
make -C /OpenROAD-flow-scripts/flow DESIGN_CONFIG=/design/flow/config.mk WORK_HOME=/design/flow/orfs finish

===== flow/config.mk =====
export PLATFORM = sky130hd
export DESIGN_NAME = scanKey
export DESIGN_NICKNAME = scanKey
export VERILOG_FILES = /design/flow/design.v
export SDC_FILE = /design/flow/constraint.sdc
export NUM_CORES = 4
export LEC_CHECK = 1
export CORE_AREA = 10 10 79 79
export DIE_AREA = 0 0 89 89

===== flow/constraint.sdc =====
current_design scanKey

set clk_period 1.5
set clk_io_pct 0.2

create_clock -name clk0 -period $clk_period [get_ports {clk}]

set non_clock_inputs [all_inputs -no_clocks]
set_input_delay [expr $clk_period * $clk_io_pct] -clock clk0 $non_clock_inputs
set_output_delay [expr $clk_period * $clk_io_pct] -clock clk0 [all_outputs]

===== flow/design.v =====
module scanKey(
               input            clk,
               input            en_5ms,
               input [2:0]      col,
               output reg [3:0] row,
               output reg [11:0]key
               );
   initial key <= 12'b0;
   initial row <= 4'b1110;
   always @(posedge clk)
     begin
        if(en_5ms)begin
           row <= {row[2:0],row[3]};
        end
     end
   integer i;
   always @(posedge clk)
     begin
        for(i=0; i<4; i=i+1)begin
           if({col[2],row[i]} == 2'b00)begin
              key[i] <= 1'b1;
           end else if ({col[2],row[i]} == 2'b10)begin
              key[i] <= 1'b0;
           end
        end
        for(i=0; i<4; i=i+1)begin
           if({col[1],row[i]} == 2'b00)begin
              key[i+4] <= 1'b1;
           end else if ({col[1],row[i]} == 2'b10)begin
              key[i+4] <= 1'b0;
           end
        end
        for(i=0; i<4; i=i+1)begin
           if({col[0],row[i]} == 2'b00)begin
              key[i+8] <= 1'b1;
           end else if ({col[0],row[i]} == 2'b10)begin
              key[i+8] <= 1'b0;
           end
        end
     end
endmodule

==> flow_metrics.py <==
# Synthesis and PnR figures
metrics = {
    "worst_setup_path": {
        "critical_path_class": "flip-flop to primary output",
        "r2r_slack_ns": 0.67,
        "crit_chain": "clkdlybuf4s50_1",
        "crit_arrival_ns": 1.08,
        "cp_slowest_cell": "clkdlybuf4s50_1",
        "critical_path.top_delay_family": "buffers and inverters",
        "required_ns": 1.20,
        "crit_buf_inv": 1,
        "critPathMaxStageDelay_ns": 0.48,
        "regToRegEndpoint": "row[2]$_DFFE_PP_",
        "rr_worst_depth": 1,
        "r2r-start": "row[1]$_DFFE_PP_",
        "endpoint_kind": "primary output",
        "start_kind": "flip-flop",
        "path_max_fanout": 2,
    },
    "clock_network": {
        "cts_setup_buffers": 0,
        "h-tree-depth": 1,
        "cts_made_buffers": 3,
        "cts_resized": 0,
        "cts_tree": "done",
        "cts_sinks": 16,
        "clockBufferDepth": 2,
        "clkTransAtPathRegs_ns": 0.06,
        "clock_latency_ns": 0.24,
        "cts-root-buf": "clkbuf_8",
        "cts_hold_buf": 0,
    },
    "power_and_ir_drop": {
        "combPwrFrac_pct": 14.3,
        "p_leak_nw": 0.395,
        "irDropWorstVdd_mv": 0.283,
        "clkPwrFrac_pct": 32.9,
        "seqPwrFrac_pct": 52.7,
        "p_switching_uw": 187,
        "intPower_uw": 770,
        "p_per_area_mw_per_mm2": 1100,
        "power.share.switching_pct": 19.5,
    },
    "run": {
        "tool_warnings": 25,
        "max-cap-violations": 0,
    },
    "finish": {
        "drive_above_1_share_pct": 10.3,
        "final_util_pct": 18.6,
        "area.growth.synth_to_final_pct": 65.2,
        "stdcell_count": 122,
    },
    "timing": {
        "setup_viol": 0,
        "hold_ws_ns": 0.452,
        "hold_violations": 0,
        "clock-skew-final_ns": 0.00110,
        "tns_ns": 0,
        "fin_ws_ns": 0.118,
        "slew_violations": 0,
        "relSlewSlack_pct": 88.7,
        "finalCritPeriodShare_pct": 92.1,
        "min_period_ns": 1.38,
        "fmax_mhz": 724,
        "worstMarginPinSlew_ns": 0.170,
        "rsz0062_at_grt": "no",
    },
    "floorplanning": {
        "core-area_mm2": 0.00466,
        "pin_count": 21,
        "fp_util_pct": 11.3,
        "die_area_mm2": 0.00792,
        "rows": 25,
        "dieHeight_um": 89,
        "fp.dieW_um": 89,
    },
    "outcome": {
        "outcome": "finished clean",
    },
    "detailed_routing": {
        "wl_per_cell_um": 10.8,
        "drt_iter0_markers": 0,
        "drc": 0,
        "viasPerCell": 3.06,
        "drt_pass1_iterations": 1,
        "antenna_cells": 0,
        "ant_nets": 0,
        "drt-total-wl_mm": 1.31,
        "vias": 373,
    },
    "global_routing": {
        "grt_pass1_wl_mm": 2.05,
        "grt_max_degree": 10,
        "antenna_found_initial": 0,
        "overflow": 0,
        "grt_pass1_vias": 404,
        "track_usage_pct": 3.42,
    },
    "hold_path": {
        "min_to": "key[1]$_SDFFE_PN1N_",
        "hp-class": "flip-flop to flip-flop",
        "hold_start": "key[1]$_SDFFE_PN1N_",
        "hold_depth": 2,
    },
    "place": {
        "portBuffers": 20,
        "hpwl_mm": 1.11,
        "dp_cells": 118,
        "preCtsSetupSlack_ns": 0.332,
        "routabilityCongestion": 0.768,
    },
    "logic_synthesis": {
        "yosysWarnings": 1,
        "synth_area_um2": 526,
        "synthCells": 40,
        "avgSynthCellArea_um2": 13.1,
        "yosys_area_um2": 526,
        "ys_types": 4,
        "ys_cells": 40,
        "synth_seq_share_pct": 68.6,
        "ys.flops": 16,
    },
}
flip-flops by register name, summed over array words and instances, names as in the netlist:
signal	flops
row	4
key	12
logic make-up (layout without fill, tap and decap cells):
group,after synthesis,count (layout),synth area share (%)
flops,16,16,68.6
buf+inv,12,40,8.57
mux,12,12,22.9
stage by stage:
stage / power, mW / area (um2)
after global routing: 1.01 / 868
after detailed placement: 0.655 / 823
after global placement: 0.650 / 823
after floorplan: 0.538 / 526
final: 0.956 / 868
after CTS: 0.971 / 868
synth_stat cells, drive strengths merged:
cell type	count	area [um2]
dfxtp	12	240
inv	12	45.0
mux2i	12	120
edfxtp	4	120
placed cells by master (no fill, tap or decap):
| master | instances |
|---|---|
| inv_1 | 12 |
| clkbuf_1 | 1 |
| edfxtp_1 | 4 |
| clkdlybuf4s50_1 | 20 |
| buf_4 | 4 |
| mux2i_1 | 12 |
| dfxtp_1 | 12 |
| clkbuf_8 | 3 |
final cells by class:
class / count / area, um2
timing repair buffer: 24 / 230
multi-input combinational: 12 / 120
tap: 54 / 67.6
sequential: 16 / 360
inverter: 12 / 45.0
fill: 494 / 3790
clock buffer: 4 / 45.0
worst max-delay path by stage:
stage / from / end / slack, ns / cells after the start
4_1_cts: row[2]$_DFFE_PP_ / row[2] / 0.10 / 1
5_1_grt: row[2]$_DFFE_PP_ / row[2] / 0.06 / 1
6_report: row[2]$_DFFE_PP_ / row[2] / 0.12 / 1
power groups by stage:
| stage | clock network [mW] | logic, mW | registers, mW |
|---|---|---|---|
| CTS | 0.325 | 0.141 | 0.506 |
| global route | 0.349 | 0.152 | 0.510 |
| finish | 0.315 | 0.137 | 0.504 |
metal layers:
layer / global-route usage [%] / part of all wire [%]
met1: 3.50 / 37
met2: 5.59 / 43
met3: 2.85 / 20
met4: 0.145 / 0.15
met5: 0 / 0
Power figures rest on the tool's default switching activity, not on a simulated workload.
